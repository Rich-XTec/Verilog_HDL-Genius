==> design.v <==
module REG_user
#(parameter N = 64)
(
	data,
	CLK,
	R,
	E,
	q_o
);
input wire 	CLK, R, E; 
input wire [N-1:0] data;
output reg [N-1:0] q_o;
always@(posedge CLK or posedge R)
begin
	if (R == 1'b1)
		q_o <= 0;
	else if (E == 1'b1)
			q_o <= data;
		else 
		   q_o <= q_o;
end
endmodule
==> run.sh <==
#!/bin/bash
# OpenROAD 26Q1-2900-gdf79404cd8, Yosys 0.63+post, stock flow scripts
make -C /OpenROAD-flow-scripts/flow DESIGN_CONFIG=/design/flow/config.mk WORK_HOME=/design/flow/orfs finish
==> config.mk <==
export PLATFORM = sky130hd
export DESIGN_NAME = REG_user
export DESIGN_NICKNAME = REG_user
export VERILOG_FILES = /design/flow/design.v
export SDC_FILE = /design/flow/constraint.sdc
export NUM_CORES = 4
export LEC_CHECK = 1
export CORE_UTILIZATION = 50
==> constraint.sdc <==
current_design REG_user

set clk_period 1.0
set clk_io_pct 0.2

create_clock -name clk0 -period $clk_period [get_ports {CLK}]

set non_clock_inputs [all_inputs -no_clocks]
set_input_delay [expr $clk_period * $clk_io_pct] -clock clk0 $non_clock_inputs
set_output_delay [expr $clk_period * $clk_io_pct] -clock clk0 [all_outputs]
==> metrics.cfg <==
[final_timing]
final-max-slew-violation-count=0
relSlewSlack_pct=86.1
worstMarginPinSlew_ns=0.208
fmaxAchievable_mhz=940
timing.clock.skew_ns=0
final_critical_path_setup_slack_ns=-0.0633
tcrit_tclk_final_pct=106
layout_min_cycle_time_ns=1.06
hold_viol_final=0
timing.final.setup_violations=59
grt_setup_unrepaired=yes

[layout]
dominant_logic_cell_type_in_the_layout=sky130_fd_sc_hd__clkdlybuf4s50_1
largest_registers_in_the_final_layout=q_o x64
most_frequent_logic_cells_in_the_routed_design=sky130_fd_sc_hd__clkdlybuf4s50_1, sky130_fd_sc_hd__buf_2, sky130_fd_sc_hd__dfrtp_1
layout.cell_area.non_filler_um2=4160
flow.area_growth_from_synthesis_pct=55.2
largest-register=q_o
drive_gt1_share_pct=57.8
flip_flop_count_of_the_largest_register_all_copies_and_words_added=64
fin_util_pct=81.0

[setup_path]
worst_path_max_delay_cell=sky130_fd_sc_hd__dfrtp_1
worstSetupStartpointType=flip-flop
critPathBufInv=1
maximum_fanout_encountered_on_the_critical_timing_path=2
worstReg2RegStart=q_o[17]
worst-r2r-setup-slack_ns=0.01
path_cells=buf_2
r2r_end=q_o[17]
endpoint_kind=primary output
arrival_ns=0.86
worst_r2r_path_depth=3
crit_family=flip-flops
required_ns=0.80
crit_type=reg -> out
crit_path_max_incr_delay_ns=0.40

[power_and_ir_drop]
sw_frac_of_total_pct=21.6
p_leak_nw=2.08
clkPwrFrac_pct=30.6
internal_power_mw=4.85
combPwrFrac_pct=20.9
max-vdd-ir-drop_uv=838
pwr_density_cell_nw_per_um2=1480
power.share.sequential_pct=48.5
total_switching_power_mw=1.34

[die]
io_pins=131
die_width_um=75.2
chipArea_um2=5660
placeableCoreArea_um2=5140
die_y_um=75.2
initCoreUtil_pct=52.2
row_count=26

[synthesis]
syn_avg_cell_area_um2=19.7
yosys.stat.seqShare_pct=59.7
synthCells=136
xor_share_pct=0
synth.mux.area_fraction_pct=35.3
synth_chip_area_um2=2680
synth_compound_gate_area_share_pct=0
combined_area_of_all_synthesized_cells_um2=2680
synth.comb.largest_family=multiplexers
synth.cellmix.adderShare_pct=0
yosys-stat-cells=136
ys_sh_simple_pct=0
synth_warnings=1
synth-seq-cells=64
yosys.cell_types.count=6

[detailed_routing]
drt_pre_antenna_iters=4
vias=1775
wirelength_mm=6.39
vias_per_cell=4.61
wl_per_cell_um=16.6
drcViolationCount=0
number_of_antenna_diodes=0
ant_nets=0
detailedRoute.firstIterationViolations=67

[place]
globalplace.congestion=0.785
detailed_place_hpwl_mm=4.27
post_dp_cell_area_um2=4070
portBuffers=130

[clock_tree]
numCtsBuffers=9
clock_sinks=64
clk_root_buffer_cell=sky130_fd_sc_hd__clkbuf_8
cts-root-to-sink-buffers=2
clock_tree_from_tritoncts=yes
htreeDepth=3
path_clk_slew_ns=0.06
worstSkewPairLatency_ns=0.32

[min_path]
min-delay-path-class=in -> reg
hold_start=E
timing.hold.worst_endpoint=q_o[26]
holdPathStages=2

[run]
stage_log_warnings=28
timing.max_cap.violations=0

[outcome]
failed_checks=setup timing
outcome=complete, but fails checks

[global_route]
grt_pass1_wl_mm=9.05
antenna_found_initial=0
maximum_number_of_pins_on_one_net_before_global_route_repair=39
first_global_vias=1697
global_route.overflow_total=0
globalRouteTotalUtil_pct=22.9

==> metal layers <==
| metal | wire (um) | vias up | part of all wire [%] | GRT usage (%) |
|---|---|---|---|---|
| met5 | 0 | - | 0 | 0 |
| met4 | 72 | 0 | 1.1 | 3.50 |
| met3 | 574 | 10 | 9.0 | 6.65 |
| met2 | 2920 | 82 | 46 | 33.1 |
| met1 | 2830 | 862 | 44 | 37.1 |
| li1 | - | 821 | - | - |
==> cells by family (layout without fill, tap and decap cells) <==
logic type | after synthesis | count (layout)
mux | 64 | 64
flops | 64 | 64
buf+inv | 8 | 187
==> through the flow <==
stage          TNS, ns  setup slack (ns)  total power [mW]  cells  hold slack [ns]
3_5_place_dp     -1.31           -0.0790              4.39    340            0.490
6_report         -1.15           -0.0633              6.18    385            0.202
3_3_place_gp    -0.662           -0.0247              4.36    340            0.489
4_1_cts          -2.14           -0.0827              6.17    378            0.188
2_1_floorplan        0            0.0687              3.51    136            0.331
5_1_grt          -3.62           -0.0955              6.48    385            0.201
==> Yosys cell counts <==
master | count | area (um^2)
sky130_fd_sc_hd__buf_12 | 6 | 120
sky130_fd_sc_hd__mux2_2 | 4 | 45.0
sky130_fd_sc_hd__buf_6 | 1 | 11.3
sky130_fd_sc_hd__mux2_4 | 60 | 901
sky130_fd_sc_hd__dfrtp_1 | 64 | 1600
sky130_fd_sc_hd__inv_1 | 1 | 3.75
==> power groups by stage <==
stage | registers [mW] | clock network (mW) | logic [mW]
after CTS | 2.99 | 1.93 | 1.25
after global routing | 3.03 | 2.06 | 1.40
final | 3.00 | 1.89 | 1.29
==> worst max-delay path by stage <==
stage,cells past startpoint,start,to,slack [ns]
after CTS,1,q_o[0],q_o[0],-0.08
after global routing,1,q_o[0],q_o[0],-0.1
final,1,q_o[0],q_o[0],-0.06
==> layout make-up <==
cell class | count | area (um^2)
multi-input combinational | 64 | 946
clock buffer | 15 | 166
fill | 327 | 976
inverter | 1 | 7.51
tap | 70 | 87.6
sequential | 64 | 1600
timing repair buffer | 171 | 1360
==> what timing repair did <==
item	in CTS	in global routing
hold endpoints to repair	0	0
hold buffers	0	0
resized	198	5
setup endpoints to repair	64	68
pin swaps	0	0
buffers inserted	23	11
Power is estimated from default activity; no workload was simulated.
