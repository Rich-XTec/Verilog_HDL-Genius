--- flow/config.mk ---
export PLATFORM = sky130hd
export DESIGN_NAME = REG_fpga
export DESIGN_NICKNAME = REG_fpga
export VERILOG_FILES = /design/flow/design.v
export SDC_FILE = /design/flow/constraint.sdc
export NUM_CORES = 4
export LEC_CHECK = 1
export CORE_UTILIZATION = 40
--- flow/constraint.sdc ---
current_design REG_fpga

set clk_period 1.0
set clk_io_pct 0.2

create_clock -name clk0 -period $clk_period [get_ports {CLK}]

set non_clock_inputs [all_inputs -no_clocks]
set_input_delay [expr $clk_period * $clk_io_pct] -clock clk0 $non_clock_inputs
set_output_delay [expr $clk_period * $clk_io_pct] -clock clk0 [all_outputs]
--- flow/design.v ---
module REG_fpga 
#(parameter N = 64)
(
	data,
	CLK,
	R,
	E,
	q_o
);
input wire [N-1:0] data;
input wire 	CLK, R, E; 
output reg [N-1:0] q_o;
reg [3:0] q3_o;
always@(posedge CLK or posedge R)
begin
	if (R == 1'b1) begin
		q_o <= 0;
	end
	else begin
		if (E == 1'b1) begin
			q_o <= data;
			q3_o <= data[63:60];
		end
		else begin
		   q_o <= q_o;
			q3_o <= q_o[63:60];
		end
	end
end
endmodule
--- flow/run.sh ---
#!/bin/bash
# OpenROAD 26Q1-2900-gdf79404cd8, Yosys 0.63+post, stock flow scripts
make -C /OpenROAD-flow-scripts/flow DESIGN_CONFIG=/design/flow/config.mk WORK_HOME=/design/flow/orfs finish
==> run notes <==
fresh numbers from the pnr run: DRC Markers 0, chip area line of the yosys report 0.002683 sq mm, post-route ant nets 0, sw frac 0.2117, Clock Sink Count roughly 64, setup TNS -980.1 ps, Slew HR 0.8689, worst path bufs/invs 1, failing checks setup timing, core footprint 0.006422 sq mm, Dominant comb cell multiplexers, GPL Wtd Cong approximately 0.72, first-pass GRT wire length 9101 um, worst hold-check path type in2async, die height 83.89 um, Initial Util 0.4177, Synth cell types 6, Fin Hold WS 275.8 ps, worst IR drop on VDD 0.0008407 V, Final setup viols 62, Iter 0 DRT Violations approximately 50, crit-path cells buf_2, post-route setup slack -36.72 ps, Mapped Avg Cell Area between 15 and 20 sq um, Latency at later pin 320 ps, RSZ-0062 raised after global routing true, CP Launch Type register, H-tree levels 3, Fill cells 468, required time of the critical path 800 ps, Max FO, Critical Path 2, Top Registers q_o (64), adder share 0, reg2reg end q_o[5], family with the most delay on the worst path flip-flops, Fmax 964.6 MHz, largest net degree at the start of global routing 38, Worst-path clk slew around 70 ps, vias around 1800, vias per inst 4.492, hold buffers post-CTS 0, Routed wire per std cell 14.59 um, minimum clock period 1037 ps, r2r setup slk 10 ps, Lkg Pwr around 2.1 nW, Core Util, Final 0.6544, Slew @ Worst Pin around 200 ps, slowest stage delay, CP roughly 400 ps, Die W 83.89 um, sequential group share of total power 0.466, Max Cap Viol 0, Overall Power 6.374 mW, P&R area growth vs syn 56.67%, register area share after synthesis 0.5970, I/O pin cnt 131, Worst Skew 0 ps, final instance area 0.004203 sq mm, share of cells above drive strength 1 0.5841, TritonCTS buffer count 9, register name with the most flops q_o, Initial DRT Pass Iterations 26, Post-synth mux share 0.3526, num rows 29, cell count after synthesis 136, initial antenna violation count 0, pre-CTS WS -46.25 ps, P_sw 1.350 mW, post-synthesis register bit count 64, status finished, violations left, yosys xor share 0, placed instance count 349, gr usage total 0.1748, yosys cell count 136, CP endpoint kind output pin, Compound Share, Synth 0, slowest stage cell, crit path dfrtp_1, fin crit share 1.037, GRT Residual Overflow 0, arrival time worst endpoint 840 ps, Mapped Area 0.002683 sq mm, Root Buffer Master clkbuf_8, cell-internal power roughly 5 mW, TritonCTS clock tree done, critical path class reg2out, Fin. Hold Viols 0, Die Size 0.007038 sq mm, placed cell area 0.004110 sq mm, Clk pwr share 0.332, CTS Buffer Depth 2, final-report max-slew violation count 0, WL final 5718 um, R2R depth 3, Synth Warn # 1, I/O Buffers ~130, power per cell area approximately 1500 mW/mm^2, Combinational Power Share 0.202, flip-flop count of the largest register after layout roughly 64, ant diodes 0, RR Startpoint q_o[5], Log Warnings 28, hpwl dp 3890 um, Final Non-Filler Cells 392, simple share 0, vias in the first global route 1683
layer usage:
layer  up-vias  part of all wire  GRT usage
met4         0             0.022    0.03605
li1        824                 -          -
met5         -                 0          0
met1       852              0.45     0.2981
met2        74              0.44     0.2407
met3        11             0.085    0.04116
kinds of logic (layout without fill, tap and decap cells):
group,after synthesis,after routing
buffers and inverters,8,187
DFF,64,64
muxes,64,64
worst max-delay path by stage:
stage / from / to / slack [ps] / cells past startpoint
after CTS: q_o[17] / q_o[17] / -60 / 1
final: q_o[7] / q_o[7] / -40 / 1
after global routing: q_o[2] / q_o[2] / -90 / 1
layout make-up:
cell class | count | area [sq um] | share of cell area
multi-input cells | 64 | 945.9 | 0.2251
repair buffers | 171 | 1364 | 0.3245
clock buffers | 12 | 145.1 | 0.03453
flip-flops and latches | 64 | 1602 | 0.3811
well taps | 77 | 96.34 | 0.02292
clock inverters | 3 | 42.54 | 0.01012
inverters | 1 | 7.507 | 0.001786
what timing repair did:
item / 4_1_cts / 5_1_grt
setup buffers: 13 / 16
endpoints found under the setup margin: 64 / 66
gates resized: 196 / 4
synth_stat cells, drive strengths merged:
cell / n / share of area
buf: 7 / 0.049
mux2: 64 / 0.35
inv: 1 / 0.0014
dfrtp: 64 / 0.60
power groups by stage:
stage,combinational [mW],sequential (mW),clock [mW]
global route,1.39,3.00,2.36
CTS,1.21,2.97,2.20
finish,1.28,2.97,2.12
cells in the final DEF, fill, tap and decap left out, types with 2 or more instances in the layout:
cell             instances
dfrtp_1                 64
mux2_4                  60
buf_12                   5
clkbuf_1                 2
clkbuf_8                10
buf_4                   33
clkinvlp_4               2
buf_6                    4
mux2_2                   4
clkdlybuf4s50_1         65
buf_2                   64
Power and IR drop assume default switching activity.
