`/design/flow/config.mk`:
```
export PLATFORM = sky130hd
export DESIGN_NAME = FSM_clock
export DESIGN_NICKNAME = FSM_clock
export VERILOG_FILES = /design/flow/design.v
export SDC_FILE = /design/flow/constraint.sdc
export NUM_CORES = 4
export LEC_CHECK = 1
export CORE_UTILIZATION = 50
```
`/design/flow/constraint.sdc`:
```
current_design FSM_clock

set clk_period 9.0
set clk_io_pct 0.2

create_clock -name clk0 -period $clk_period [get_ports {clk_i}]

set non_clock_inputs [all_inputs -no_clocks]
set_input_delay [expr $clk_period * $clk_io_pct] -clock clk0 $non_clock_inputs
set_output_delay [expr $clk_period * $clk_io_pct] -clock clk0 [all_outputs]
```
`/design/flow/run.sh`:
```
#!/bin/bash
# OpenROAD 26Q1-2900-gdf79404cd8, Yosys 0.63+post, stock flow scripts
make -C /OpenROAD-flow-scripts/flow DESIGN_CONFIG=/design/flow/config.mk WORK_HOME=/design/flow/orfs finish
```
`/design/flow/design.v`:
```
module FSM_clock(
	clk_i, 
	rst_i,
	clk_5, clk_3, clk_2, clk_1
);
input  wire clk_i, rst_i;
output reg clk_5, clk_3, clk_2, clk_1;
reg [27:0] c1, c2, c3, c5;
always@(posedge clk_i or posedge rst_i) 
begin
if (rst_i == 1'b1)begin
	c1=0;
	c2=0;
	c3=0; 
	c5=0; 
	clk_5=1'b0;
	clk_3=1'b0;
	clk_2=1'b0;
	clk_1=1'b0;  end
else begin
	  c1 = c1 + 1'b1;
	  c2 = c2 + 1'b1;
	  c3 = c3 + 1'b1;
	  c5 = c5 + 1;
	  if(c5 == 10) begin  
			clk_5 = ~clk_5;
			c5 =0; end
		if(c3 == 166) begin  
			clk_3 = ~clk_3;
			c3 =0; end
		if(c2 == 250) begin 
			clk_2 = ~clk_2;
			c2 =0; end
		if(c1 == 500) begin  
			clk_1 = ~clk_1;
			c1 =0; end
	  end
end
endmodule
```
==> run notes <==
fresh numbers from the pnr run: ys async rst share=1.000, Top Ports=6, Fmax=~320 MHz, clk buf depth=2, chip height=about 120 um, top cells, area=dfrtp_1 45%, xnor2_1 12%, xor2_1 5.0%, nand4_1 3.6%, nand2_1 3.3%, DR pass1 iterations=6, diode count=0, Avg Cell Area, Syn=~10 um^2, Synth area leader=dfrtp_1, Final Slew Violations=0, RD Place Congestion=roughly 0.87, hold buffer count at CTS=0, Final Critical Period=3.174 ns, clk_skew=between 0.007 and 0.008 ns, 1st-iter DRT viols=218, DRC viols=0, final WL=11470 um, Slew @ Worst Pin=between 0.7 and 0.8 ns, vias=~4600, vias in the first global route=about 4400, most frequent cell after synthesis=dfrtp_1, Worst VDD drop=between 150 and 200 uV, floorplan utilization=0.5112, power share of the clock group=0.551, die width=115.4 um, Comb power frac=0.009, Design Power=about 1.2 mW, cell-internal power=between 0.9 and 1 mW, CTS H-Tree Depth=4, row cnt=between 40 and 50, Antenna Nets Post-Route=0, clk slew on worst S/H paths=~0.05 ns, Mapped Cells=between 600 and 700, # setup viols final=0, worst hold margin=approximately 0.46 ns, Hold Path Class=reg2reg, CTS root buf=clkbuf_16, CP arrival=3.67 ns, Synth Warn #=1, synthesized flop and latch total=approximately 120, # Cells Yosys=around 640, switching share of power=0.1892, Vias/cell=5.491, Late-Pin Clk Latency=0.40 ns, Max-slew headroom=0.4822, WS Path Type=in2async, Cell Type Count=58, sequential power share=0.440, grt ovf=0, Max Cap Viol=0, ratio of final minimum period to clock period=0.3527, Sink Count=116, Tool Warnings=28, drt wl/cell=around 14 um, Final Hold Vio Count=0, Yosys chip area=~6400 um^2, Lkg Pwr=a little over 3 nW, outcome=finished, final reports clean, largest net degree at the start of global routing=about 48, Worst Path Max Fanout=47, Sw Pwr=between 0.2 and 0.25 mW, most frequent cells after synthesis=116 x dfrtp_1, 86 x xnor2_1, 56 x nand2_1, post-CTS setup buffer count=0, Synth Cell Area=around 6400 um^2, Syn-to-layout area delta=11.78%, global-route usage over all layers=0.1989, Top cell area share=0.4518, final cell utilization of the core=0.5714, ratio of cells with drive above 1 in the final layout=0.08828, CTS tree=yes, startpoint types=input port, unrepaired setup endpoints after global routing=false, sequential area share after synthesis=0.4518, initial antenna violation count=0, PwrDens=around 170 nW/um^2, PostCTS Resize Cnt=0, DP HPWL=between 7000 and 8000 um, dominant synthesized flop cell=dfrtp_1, PortBufs=5, first-pass GRT wire length=a little over 20000 um, CP endpoint kind=async pin, DIE AREA=13310 um^2, number of enable flip-flop cells=0, core area=12570 um^2, Num CTS Buffers=17, worst path required time=about 9.5 ns, Setup TNS=0 ns
## path summary, 6_finish.rpt
path | from | endpoint | slack (ns) | cells past startpoint
max | rst_i | c3[16]$_DFF_PP0_ | 5.83 | 4
min | clk_3$_DFFE_PP0N_ | clk_3$_DFFE_PP0N_ | 0.46 | 1
max reg2reg | c1[0]$_DFF_PP0_ | clk_1$_DFFE_PP0N_ | 5.96 | 8
min reg2reg | clk_3$_DFFE_PP0N_ | clk_3$_DFFE_PP0N_ | 0.46 | 1
max in group clk0 | c1[0]$_DFF_PP0_ | clk_1$_DFFE_PP0N_ | 5.96 | 8
min in group asynchronous | rst_i | clk_1$_DFFE_PP0N_ | 1.72 | 2
## layout make-up
cell class	count	area [um^2]
Clock inverter	4	70.07
Multi-Input combinational cell	486	3346
Fill cell	1047	5386
Tap cell	172	215.2
Sequential cell	116	2903
Clock buffer	26	509.2
Inverter	17	66.31
Timing Repair Buffer	8	72.57
## state kept, by name, indices dropped and copies added (netlist names)
| register | count |
|---|---|
| clk_2 | 1 |
| c2 | 28 |
| clk_1 | 1 |
| c1 | 28 |
| c5 | 28 |
| clk_3 | 1 |
| c3 | 28 |
| clk_5 | 1 |
## power groups by stage
stage | combinational, mW | sequential (mW) | clock (mW)
CTS | 0.0118 | 0.522 | 0.669
finish | 0.0108 | 0.523 | 0.655
global route | 0.0133 | 0.522 | 0.691
## through the flow
stage / area, um^2 / instances / setup WS, ns
floorplan: 6425 / 643 / 4.128
global placement: 6603 / 799 / 5.293
detailed placement: 6603 / 799 / 5.278
CTS: 7182 / 829 / 5.715
global route: 7182 / 829 / 5.505
finish: 7182 / 829 / 5.826
## per-layer routing
layer,up-vias,part of all wire,track usage
li1,2288,-,-
met1,2205,0.52,0.3313
met2,52,0.44,0.2914
met3,7,0.028,0.03700
met4,0,0.0094,0.02078
met5,-,0,0
## cells in the final DEF (no fill, tap or decap), types with 3 or more instances in the layout
master           count
a2111oi_0            3
a211oi_1             5
a31oi_1              8
and2_1               7
and3_1              17
and4_1              12
buf_4                3
clkbuf_1             4
clkbuf_16           17
clkbuf_8             5
clkdlybuf4s50_1      5
dfrtp_1            116
ha_1                 7
inv_1               16
mux2i_1             11
nand2_1             56
nand2b_1             3
nand3_1             40
nand3b_1             5
nand4_1             37
nor2_1              49
nor3_1              21
nor3_2               3
nor4_1              15
nor4_2               3
o21ai_0              4
or2_2                8
or3_1                7
or4_1                4
xnor2_1             86
xor2_1              37
## worst max-delay path, cell delays in order
cell	delay, ns
clkdlybuf4s50_1	0.44
inv_4	0.29
buf_4	0.52
buf_4	0.59
## logic make-up (layout without fill, tap and decap cells)
logic type | count (synthesis) | after routing | synth area share
AND-OR/OR-AND | 37 | 37 | 0.04538
XOR/XNOR | 123 | 123 | 0.1677
adder cells (fa/ha/maj) | 7 | 7 | 0.01363
buffers and inverters | 41 | 55 | 0.02746
flip-flops | 116 | 116 | 0.4518
multiplexers | 11 | 11 | 0.01714
AND/OR/NAND/NOR | 308 | 308 | 0.2769
No activity file was given, so power comes from the tool's default toggle rates.
